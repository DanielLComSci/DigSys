==> /design/flow/design.v <==
`timescale 1ns / 1ps
module D_Flipflop(
    input D,
    input clk,
    input reset,
    output reg Q,
    output notQ
    );
    initial Q <= 0;
    always @(posedge clk) begin
        if(reset) Q <= 0;
        else Q <= D;
    end
    assign notQ = ~Q;
endmodule
`timescale 1ns / 1ps
module Full_Adder(
    input A, B,
    input Cin,
    output Y,
    output Cout
    );
    assign Y = (A ^ B) ^ Cin;
    assign Cout = (A & B) | ((A | B) & Cin);
endmodule
`timescale 1ns / 1ps
module JK_Flipflop(
    input J, K,
    input clk,
    input reset,
    output Q,
    output notQ
    );
    assign D = (Q & ~K) | (notQ & J);
    D_Flipflop dff(
        .D(D),
        .clk(clk),
        .reset(reset),
        .Q(Q),
        .notQ(notQ)
    );
endmodule
`timescale 1ns / 1ps
module Modulo_Divider(
    input clk, 
    input reset,
    output [2:0] Q,
    output out
    );
    wire w0, w1;
    wire [2:0] sum;
    wire [2:0] states;
    assign five = (Q == 3'b101);
    assign states = five ? 3'b000 : sum;
    Full_Adder fa1(
        .A(Q[0]),
        .B(1'b1),
        .Cin(1'b0),
        .Cout(w0),
        .Y(sum[0])
    );
    D_Flipflop dff1(
        .D(states[0]),
        .clk(clk),
        .reset(reset),
        .Q(Q[0]),
        .notQ()
    );
    Full_Adder fa2(
        .A(Q[1]),
        .B(1'b0),
        .Cin(w0),
        .Cout(w1),
        .Y(sum[1])
    );
    D_Flipflop dff2(
        .D(states[1]),
        .clk(clk),
        .reset(reset),
        .Q(Q[1]),
        .notQ()
    );
    Full_Adder fa3(
        .A(Q[2]),
        .B(1'b0),
        .Cin(w1),
        .Cout(),
        .Y(sum[2])
    );
    D_Flipflop dff3(
        .D(states[2]),
        .clk(clk),
        .reset(reset),
        .Q(Q[2]),
        .notQ()
    );
    assign flip = out ^ five;
    D_Flipflop dffFinal(
        .D(flip),
        .clk(clk),
        .reset(reset),
        .Q(out),
        .notQ()
   );
endmodule
`timescale 1ns / 1ps
module Ripple_Counter(
    input T,
    input clk,
    input reset,
    output [2:0] Q,
    output notQ
    );
    T_Flipflop tff1 (
        .T(T),
        .clk(clk),
        .reset(reset),
        .Q(Q[0]),
        .notQ()
    );
    T_Flipflop tff2 (
        .T(T),
        .clk(Q[0]),
        .reset(reset),
        .Q(Q[1]),
        .notQ()
    );
    T_Flipflop tff3 (
        .T(T),
        .clk(Q[1]),
        .reset(reset),
        .Q(Q[2]),
        .notQ()
    );
endmodule
`timescale 1ns / 1ps
module T_Flipflop(
    input T,
    input reset,
    input clk,
    output Q, notQ
    );
    JK_Flipflop tff(
        .J(T),
        .K(T),
        .reset(reset),
        .clk(clk),
        .Q(Q),
        .notQ(notQ)
    );
endmodule
`timescale 1ns / 1ps
module top(
    input btnU,  
    input btnC,  
    output [6:0] led
    );
    Ripple_Counter ripCo(
        .T(1'b1),
        .clk(btnC),
        .reset(btnU),
        .Q(led[2:0]),
        .notQ()
    );
    Modulo_Divider modDi(
        .clk(btnC),
        .reset(btnU),
        .Q(led[5:3]),
        .out(led[6])
    );
endmodule
==> /design/flow/run.sh <==
#!/bin/bash
# OpenROAD 26Q1-2900-gdf79404cd8, Yosys 0.63+post, stock flow scripts
make -C /OpenROAD-flow-scripts/flow DESIGN_CONFIG=/design/flow/config.mk WORK_HOME=/design/flow/orfs finish
==> /design/flow/config.mk <==
export PLATFORM = sky130hd
export DESIGN_NAME = top
export DESIGN_NICKNAME = top
export VERILOG_FILES = /design/flow/design.v
export SDC_FILE = /design/flow/constraint.sdc
export NUM_CORES = 4
export LEC_CHECK = 1
export CORE_AREA = 10 10 70 70
export DIE_AREA = 0 0 80 80
==> /design/flow/constraint.sdc <==
current_design top

set clk_period 1.7
set clk_io_pct 0.2

create_clock -name clk0 -period $clk_period [get_ports {btnC}]

set non_clock_inputs [all_inputs -no_clocks]
set_input_delay [expr $clk_period * $clk_io_pct] -clock clk0 $non_clock_inputs
set_output_delay [expr $clk_period * $clk_io_pct] -clock clk0 [all_outputs]
==> flow_summary.json <==
{
  "fin_crit_sh": 0.865,
  "cts_buffer_depth": 2,
  "antenna_cells": 0,
  "cts_resized": 0,
  "ant_nets": 0,
  "simple_gate_share": 0.176,
  "ys_seq_share": 0.469,
  "worstPathRequired_ns": 1.36,
  "core_mm2": 0.00342,
  "antenna_found_initial": 0,
  "io_buffers": 8,
  "wirelength_um": 551,
  "edf_count": 0,
  "postCtsSetupBuffers": 0,
  "ys.flop_type": "dfxtp_1",
  "grt_busiest_layer": "met2",
  "untimed_endpoints": 4,
  "grt_pass1_vias": 195,
  "drtIter0Drc": 15,
  "report.final.hold_viol_count": 0,
  "cts-root-buf": "clkbuf_4",
  "synth.mux.area_fraction": 0.0377,
  "worst_hold_slack_ns": 0.424,
  "cts_tree": "built",
  "clk_latency_ns": 0.24,
  "fin_util": 0.119,
  "ys_top_cells_by_area": "dfxtp_1 47%, buf_4 18%, ha_1 8.4%, nor2_1 5.0%, mux2_2 3.8%",
  "gp_congestion": 0.665,
  "holdCritPathClass": "reg2reg",
  "top_logic_kind": "buffers and inverters",
  "largest_area_cell": "dfxtp_1",
  "crit_fanout": 4,
  "yosys_area_um2": 299,
  "arrival_ns": 1.13,
  "path_class": "reg2out",
  "yosys_cells": 30,
  "final-setup-viol-count": 0,
  "netlist-cell-type-count": 13,
  "power.leakage_nw": 0.145,
  "dieArea_mm2": 0.00640,
  "cap_violations": 0,
  "clkTransAtPathRegs_ns": 0.05,
  "fmax_mhz": 680,
  "ios": 9,
  "status": "finished clean",
  "crit_slowest_cell": "clkdlybuf4s50_1",
  "fp-utilization": 0.0875,
  "drv_slew": 0,
  "cts.hold.buffers_added": 0,
  "worstPathCellList": "clkdlybuf4s50_1",
  "cp_top_family": "buffers and inverters",
  "ir_worst_vdd_v": 0.000141,
  "power_uw": 312,
  "via_per_inst": 2.31,
  "drcViolationCount": 0,
  "syn_area_um2": 299,
  "grt_pass1_wl_um": 828,
  "synth_top_area_share": 0.469,
  "rows": 21,
  "first_pass_iters": 3,
  "wire_per_inst_um": 6.89,
  "met3_usage": 0.0102,
  "avgSynthCellArea_um2": 9.97,
  "synthCells": 30,
  "yosys_warnings": 4,
  "crit_path_end_kind": "output port",
  "cts_buffers": 3,
  "xor_share": 0,
  "grt_util_met1": 0.0181,
  "stdcell_area_um2": 405,
  "worst_slew_pin_slew_ns": 0.290,
  "crit_buf_inv": 1,
  "grt_max_degree": 9,
  "vias": 185,
  "synthArstFlopShare": 0,
  "grt_overflow": 0,
  "finalCriticalPeriod_ns": 1.47,
  "dpl.hpwl_um": 443,
  "warning_count": 26,
  "skew_ns": 0.00833,
  "aoi_share": 0.0293,
  "synthAdderAreaFrac": 0.0837,
  "unclocked_pins": 2,
  "rsz0062_at_grt": "no",
  "use_met2": 0.0249,
  "syn_to_final_growth_pct": 35.6,
  "die_h_um": 80,
  "placed_area_um2": 379,
  "slew-limit-headroom": 0.806,
  "track_usage": 0.0169,
  "fp.dieW_um": 80,
  "drive_above_1_share": 0.147,
  "h-tree-depth": 1,
  "start_kind": "flip-flop",
  "timing.setup.tns_ns": 0,
  "slowest_delay_ns": 0.51,
  "ys.flops": 7,
  "power_density_mw_per_mm2": 770
}
power breakdown:
part | internal, mW | total (mW) | switching [mW]
Combinational | 0.0254 | 0.0376 | 0.0122
Sequential | 0.130 | 0.137 | 0.00722
Clock | 0.0888 | 0.138 | 0.0488
Total | 0.244 | 0.312 | 0.0682
cells in the mapped netlist (all sizes together) (2+ instances only):
cell and n:
ha 2, nor2 4, buf 7, nor3 2, dfxtp 7
cells in the final DEF (no fill, tap or decap):
cell type        netlist  final
clkdlybuf4s50_1        0      8
dfxtp_1                7      7
nor2_1                 4      4
clkbuf_4               0      3
nor3_1                 2      2
ha_1                   2      2
inv_1                  1      1
nor2b_1                1      1
and2_1                 1      1
mux2_2                 1      1
or3b_1                 1      1
nand2b_1               1      1
a21oi_2                1      1
clkbuf_1               0      1
sequential cells by signal (all words and copies together), names as in the netlist:
| signal | flops |
|---|---|
| modDi.dff1.Q | 1 |
| modDi.dff2.Q | 1 |
| modDi.dff3.Q | 1 |
| modDi.dffFinal.Q | 1 |
| ripCo.tff1.tff.dff.Q | 1 |
| ripCo.tff2.tff.dff.Q | 1 |
| ripCo.tff3.tff.dff.Q | 1 |
layout make-up:
| class | count | area [µm²] |
|---|---|---|
| clock buffers | 4 | 26.3 |
| inverters | 1 | 3.75 |
| flip-flops and latches | 7 | 140 |
| fillers | 396 | 3010 |
| well taps | 46 | 57.6 |
| multi-input cells | 14 | 97.6 |
| repair buffers | 8 | 80.1 |
routing by layer:
layer	wire length (µm)	vias to the layer above
met5	0	-
met4	27	0
met3	44	2
met2	232	9
met1	247	79
li1	-	95
worst paths after layout:
path	startpoint	endpoint	slack, ns	cells past startpoint
max	modDi.dff1.Q$_SDFF_PP0_	led[3]	0.23	1
min	ripCo.tff1.tff.dff.Q$_SDFF_PP0_	ripCo.tff1.tff.dff.Q$_SDFF_PP0_	0.42	1
max reg2reg	modDi.dff1.Q$_SDFF_PP0_	modDi.dffFinal.Q$_SDFF_PP0_	0.49	3
min reg2reg	ripCo.tff1.tff.dff.Q$_SDFF_PP0_	ripCo.tff1.tff.dff.Q$_SDFF_PP0_	0.42	1
cells by family (layout without fill, tap and decap cells):
logic type      after synthesis  count (layout)
compound gates                1               1
mux                           1               1
simple gates                 10              10
flops                         7               7
fa+ha+maj                     2               2
buf+inv                       9              13
through the flow:
| stage | std cells | worst slack, ns |
|---|---|---|
| floorplan | 30 | 0.601 |
| global placement | 76 | 0.260 |
| detailed placement | 76 | 0.257 |
| CTS | 80 | 0.205 |
| global route | 80 | 0.183 |
| finish | 80 | 0.229 |
worst reg2reg max path: cells and delay by family (launching register included):
kind                     cells  cell delay, ns
adder cells (fa/ha/maj)      1            0.19
multiplexers                 1            0.34
flip-flops                   1            0.38
AND/OR/NAND/NOR              1            0.18
Power figures rest on the tool's default switching activity, not on a simulated workload.
